==> ./design.v <==
module writeback_mux(
    input logic [31:0] alu_result,
    input logic [31:0] mem_rdata,
    input logic [31:0] pc_plus4,
    input logic [31:0] imm_u,
    input logic [1:0] wb_sel,
    output logic [31:0] wb_data
);
    always_comb begin
        case (wb_sel)
            2'b00: wb_data = alu_result;
            2'b01: wb_data = mem_rdata;
            2'b10: wb_data = pc_plus4;
            2'b11: wb_data = imm_u;
            default: wb_data = 32'b0;
        endcase
    end
endmodule
==> ./run.sh <==
#!/bin/bash
# OpenROAD 26Q1-2900-gdf79404cd8, Yosys 0.63+post, stock flow scripts
make -C /OpenROAD-flow-scripts/flow DESIGN_CONFIG=/design/flow/config.mk WORK_HOME=/design/flow/orfs finish
==> ./config.mk <==
export PLATFORM = sky130hd
export DESIGN_NAME = writeback_mux
export DESIGN_NICKNAME = writeback_mux
export VERILOG_FILES = /design/flow/design.v
export SDC_FILE = /design/flow/constraint.sdc
export NUM_CORES = 4
export LEC_CHECK = 1
export CORE_AREA = 10 10 76 76
export DIE_AREA = 0 0 86 86
==> ./constraint.sdc <==
current_design writeback_mux

set clk_period 1.0
set clk_io_pct 0.2

create_clock -name clk0 -period $clk_period

set non_clock_inputs [all_inputs -no_clocks]
set_input_delay [expr $clk_period * $clk_io_pct] -clock clk0 $non_clock_inputs
set_output_delay [expr $clk_period * $clk_io_pct] -clock clk0 [all_outputs]
==> flow_summary.yaml <==
# yosys + openroad results
timing:
  drv_slew: 0
  tightest_slew_ns: 0.102
  hold_viol_final: 0
  finalWorstSetupSlack_ns: -0.363
  rsz0062_at_grt: "yes"
  slew-limit-headroom: 0.932
  fmax_ghz: 0.733
  finalSetupViolCount: 32
  min_period_over_period: 1.36
  finalCriticalPeriod_ns: 1.36
die:
  core_sq_um: 4120
  die_x_um: 86
  io_pins: 162
  dieArea_sq_um: 7400
  fp.dieH_um: 86
  fp_util: 0.198
  rows: 23
synth:
  ys_chip_area_sq_um: 815
  yosys.cell_count.top_type: "mux4_2"
  synth_top_area_share: 0.829
  synth.largest_area_cell: "mux4_2"
  ys_warn_count: 1
  synth_area_sq_um: 815
  yosysCellCount: 39
  ys_seq_share: 0
  synth_cell_types: 5
  synth_area_per_cell_sq_um: 20.9
  syn_inst: 39
  area_leaders: "mux4_2 (83%), buf_12 (7.4%), mux4_1 (6.5%), buf_2 (1.8%), buf_6 (1.4%)"
  common_cells: "mux4_2 (30), buf_12 (3), buf_2 (3), mux4_1 (2), buf_6 (1)"
layout:
  fin_area_sq_um: 2350
  syn2layout_area_growth_pct: 188
  combGateArea_sq_um: 721
  fin_util: 0.571
  fill_cells: 404
  ff_count: 0
  flop_area_sq_um: 0
  nClkBuffers: 0
  drive_gt1_frac: 0.385
pwr:
  clkPwrFrac: 0
  power_frac_comb: 1.000
  p_per_area_nw_per_um2: 368
  p_int_uw: 646
  power_switching_uw: 219
  peakVddDrop_v: 0.000161
  power_switching_share: 0.253
  power_leakage_nw: 1.14
  power_frac_seq: 0
placed_design:
  gp_congestion: 0.879
  place_area_sq_um: 2470
  place.port_buffers: 162
drt:
  routed_via_density: 4.69
  avgRoutedWirePerCell_um: 23.5
  initialDrtViolationCount: 24
  drc: 0
  dr.pass1.iters: 4
  vias: 1220
  ant_nets: 0
  wirelength_um: 6100
clock_network:
  holdBufCountCts: 0
worst_setup_path:
  critPathCaptureType: "output port"
  worstSetupPathType: "primary input to output port"
  worstPathRequired_ns: 0.80
  path_max_fanout: 1
  critPathArrivalTime_ns: 1.16
  cp-start-kind: "primary input"
global_routing:
  grt_pass1_wl_um: 9030
  antenna_found_initial: 2
  overflow: 0
  grt_pass1_vias: 1444
  grt_start_max_net_pins: 17
  grt_usage: 0.163
run_status:
  violations: "negative setup slack"
  status: "finished, violations left"
worst_hold_path:
  whs_path_depth: 3
  min_path_type: "primary input to output port"
job:
  drv_cap: 0
  warning_count: 36
==> cell families after synthesis <==
kind of cell | Yosys count | synth area share
mux | 32 | 0.894
buf+inv | 7 | 0.106
==> metal layers <==
metal  GRT usage  share of wire  up-vias
li1            -              -      552
met1       0.192           0.35      564
met2       0.283           0.52       98
met3      0.0715           0.12        6
met4     0.00749         0.0098        0
met5           0              0        -
==> cells in the final DEF, fill, tap and decap left out <==
cell type        count
dlygate4sd2_1      126
mux4_2              32
buf_2               31
buf_6                5
buf_12               4
buf_4                4
buf_16               3
diode_2              2
clkdlybuf4s50_1      2
bufbuf_16            1
==> repair_timing <==
action / CTS / global route
setup endpoints to repair: 32 / 32
gates resized: 245 / 1
cloned: 4 / 0
setup buffers: 6 / 1
==> per-stage QoR <==
| step | hold slack [ns] | setup TNS (ns) | cells | setup WS [ns] | power, mW |
|---|---|---|---|---|---|
| floorplan | 0.486 | -2.75 | 39 | -0.0916 | 0.287 |
| global placement | 1.36 | -28.31 | 248 | -0.915 | 1.08 |
| detailed placement | 1.36 | -28.25 | 248 | -0.912 | 1.08 |
| CTS | 0.886 | -9.56 | 258 | -0.370 | 0.880 |
| global route | 0.896 | -10.32 | 260 | -0.400 | 0.934 |
| finish | 0.881 | -9.17 | 260 | -0.363 | 0.865 |
==> final timing paths <==
check / slack, ns / endpoint / from
setup / recovery: -0.36 / wb_data[17] / mem_rdata[17]
hold / removal: 0.88 / wb_data[26] / pc_plus4[26]
==> critical path, stage by stage <==
cell and delay, ns:
clkdlybuf4s50_1 0.39, mux4_2 0.44, buf_2 0.13
==> power groups by stage <==
stage	combinational, mW	sequential [mW]	clock (mW)
after CTS	0.880	0	0
after global routing	0.934	0	0.000000267
final	0.865	0	0.000000267
==> area by class of cell <==
cell class,instances,share of cell area
repair buffers,176,0.664
multi-input cells,32,0.307
well taps,50,0.0266
diodes,2,0.00213
Power and IR drop assume default switching activity.
