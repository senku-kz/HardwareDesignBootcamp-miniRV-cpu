==> /design/flow/design.v <==
module program_counter(
    input logic clk,
    input logic [6:0] opcode,
    input logic [31:0] set_value,
    input logic reset,
    output logic [31:0] pc_out
);
always_ff @(posedge clk) begin
    if (reset) begin
        pc_out <= 32'h0;   
    end else begin
        case (opcode)
            7'b1100111: pc_out <= set_value;   
            default:    pc_out <= pc_out + 32'h4;   
        endcase
    end
end
endmodule
==> /design/flow/run.sh <==
#!/bin/bash
# OpenROAD 26Q1-2900-gdf79404cd8, Yosys 0.63+post, stock flow scripts
make -C /OpenROAD-flow-scripts/flow DESIGN_CONFIG=/design/flow/config.mk WORK_HOME=/design/flow/orfs finish
==> /design/flow/config.mk <==
export PLATFORM = sky130hd
export DESIGN_NAME = program_counter
export DESIGN_NICKNAME = program_counter
export VERILOG_FILES = /design/flow/design.v
export SDC_FILE = /design/flow/constraint.sdc
export NUM_CORES = 4
export LEC_CHECK = 1
export CORE_AREA = 10 10 103 103
export DIE_AREA = 0 0 113 113
==> /design/flow/constraint.sdc <==
current_design program_counter

set clk_period 4.4
set clk_io_pct 0.2

create_clock -name clk0 -period $clk_period [get_ports {clk}]

set non_clock_inputs [all_inputs -no_clocks]
set_input_delay [expr $clk_period * $clk_io_pct] -clock clk0 $non_clock_inputs
set_output_delay [expr $clk_period * $clk_io_pct] -clock clk0 [all_outputs]
==> run_results.csv <==
group,metric,value,unit
global_route,grt_pass1_vias,1755,
synthesis,synth_cells,218,
cells_and_area,utilization,31.8,%
critical_path,rr_startpoint,"pc_out[2]$_SDFF_PP0_",
hold_path,hp-start,"pc_out[0]$_SDFFE_PP0P_",
route,vias,1780,
placed_design,dpl.hpwl,4.58,mm
cells_and_area,largest_reg_flops,32,
synthesis,synth_top_area_share,36.4,%
sta,finalClockPeriodUsage,57.6,%
hold_path,hold_class,"flop to flop",
clock_tree,tritoncts,"yes",
power,power.leakage,0.804,nW
sta,setup_violations,0,
clock_tree,post_cts.repair.setup_buffers,0,
placed_design,port_buffers,72,
synthesis,yosysSeqAreaShare,36.4,%
sta,setup_ws,1870,ps
synthesis,logic_family,"simple AND/OR/NAND/NOR gates",
hold_path,whs_path_depth,2,
sta,fmax,395,MHz
placed_design,place_congestion,0.779,
critical_path,arrival,2680,ps
route,drc,0,
synthesis,ys_async_sr_fraction,0,%
global_route,grt_pass1_wl,9.32,mm
sta,final.setup.tns,0,ps
global_route,gr-usage-all-layers,8.87,%
power,powerDensity,218,nW/um2
synthesis,syn-cell-area,1760,um2
clock_tree,cts_resized,0,
global_route,overflow,0,
route,dr.pass1.iters,4,
clock_tree,clockBufferDepth,2,
cells_and_area,area_growth,50.2,%
sta,maxSlewViolCount,0,
floorplan,core_area,8300,um2
clock_tree,cts_hold_buf,0,
floorplan,die_y,113,um
job,drv_cap,0,
cells_and_area,logic_area,1030,um2
synthesis,top_cells_by_count,"32 x dfxtp_1, 31 x nor2_1, 15 x a211oi_1, 13 x clkbuf_1",
synthesis,edf_count,0,
placed_design,placed_cells,382,
job,warnings,25,
power,internal_power,0.445,mW
power,p_sw,0.131,mW
floorplan,fp_util,21.2,%
synthesis,ys_sh_adder,0.711,%
cells_and_area,final_area,2640,um2
synthesis,synth_top_cell_by_area,"dfxtp_1",
critical_path,critPathCaptureType,"flop",
clock_tree,clock-root-buffer,"clkbuf_8",
sta,fin_skew,8.55,ps
synthesis,ys.flop_type,"dfxtp_1",
route,drtIter0Drc,92,
clock_tree,ctsHtreeMaxLevel,2,
critical_path,cp-start-kind,"input port",
placed_design,post_dp_cell_area,2560,um2
critical_path,cp-startpoint,"opcode[0]",
synthesis,ys.flops,32,
cells_and_area,final_layout_size_suffix_gt1_share,4.58,%
clock_tree,cts.clk_slew.worst_paths,70,ps
power,p_seq_share,52.2,%
critical_path,crit_type,"input port to flop",
sta,slew_headroom,50.4,%
floorplan,io_pins,73,
cells_and_area,fill_cells,894,
synthesis,yosysMostFrequentCell,"dfxtp_1",
synthesis,ys_types,31,
sta,rsz0062_at_grt,"no",
power,combPwrFrac,10.6,%
sta,tightest_slew,737,ps
synthesis,synthXorXnorAreaFrac,6.97,%
critical_path,crit_fanout,32,
route,drt_wl_total,5.94,mm
placed_design,dp_slack,1570,ps
sta,finalHoldViolCount,0,
clock_tree,clock_insertion_delay_worst_skew,290,ps
synthesis,simple_gate_area_share,30.6,%
route,via_per_inst,4.58,
power,peakVddDrop,120,uV
critical_path,critical_path_required,4550,ps
run_status,status,"completed",
synthesis,avgSynthCellArea,8.07,um2
critical_path,rr_worst_depth,5,
cells_and_area,top_regs,"pc_out: 32 flops",
floorplan,rows,33,
sta,min_period,2530,ps
synthesis,topCellsByArea,"dfxtp_1 36%, nor2_1 6.6%, a211oi_1 6.4%",
power,pwr-share-clk,37.3,%
cells_and_area,seq_area,641,um2
cells_and_area,top_register,"pc_out",
global_route,grt_max_degree,37,
power,switching_share,22.7,%
route,ant_nets,0,
clock_tree,cts.sinks,32,
cells_and_area,fin_cells,389,
synthesis,ys_sh_mux,0,%
synthesis,ys_warn_count,1,
floorplan,chipWidth,113,um
floorplan,die_area,12800,um2
global_route,antenna_found_initial,0,
route,wl_per_cell,15.3,um
route,antenna_cells,0,
clock_tree,numCtsBuffers,5,
synthesis,ys_cells,218,
synthesis,yosys_area,1760,um2
synthesis,synthAoiAreaFrac,20.1,%
==> per-stage QoR <==
step                power, mW  hold WS (ps)
finish                  0.576           460
global route            0.600           493
CTS                     0.582           462
detailed placement      0.368           450
global placement        0.368           444
floorplan               0.319           422
==> power by group through the flow <==
stage / registers (mW) / logic [mW] / clock network (mW)
6_report: 0.300 / 0.0608 / 0.215
5_1_grt: 0.301 / 0.0662 / 0.232
4_1_cts: 0.300 / 0.0621 / 0.220
==> metal layers <==
layer  vias up  track usage [%]  wire length [um]
met3         2             3.47               422
met1       782             12.4              2890
met4         0            0.508                21
li1        952                -                 -
met2        44             13.2              2600
met5         -                0                 0
==> cell usage in the layout (no fill, tap or decap), types with 2 or more instances in the layout <==
master           instances
xor2_1                   9
o21ai_0                  9
o311ai_0                 5
nand4_1                 12
buf_4                    2
and4_1                   4
o31ai_1                  4
or4_1                    8
a311oi_1                11
dfxtp_1                 32
xnor2_1                  5
a211oi_1                15
or2_2                    3
clkbuf_8                 5
inv_1                    8
or3_1                    9
nand3_1                  9
nand2_1                 12
a21oi_1                  3
clkdlybuf4s50_1         72
nor3_1                   2
nor2b_1                  2
and2_1                   2
nor2_1                  31
nor4_1                   2
==> critical path, stage by stage <==
cell             delay [ps]
clkdlybuf4s50_1         460
nand4b_1                150
or2_2                   550
buf_4                   330
o311ai_0                120
o311ai_0                180
==> cell type report <==
| cell class | instances | share of cell area [%] |
|---|---|---|
| Multi-Input combinational cell | 163 | 38.9 |
| Inverter | 8 | 1.14 |
| Clock buffer | 6 | 2.75 |
| Clock inverter | 1 | 0.189 |
| Timing Repair Buffer | 74 | 27.8 |
| Tap cell | 105 | 4.97 |
| Sequential cell | 32 | 24.2 |
==> worst paths after layout <==
path                            endpoint  slack [ps]
hold / removal    pc_out[0]$_SDFFE_PP0P_         460
hold reg to reg   pc_out[0]$_SDFFE_PP0P_         460
setup / recovery   pc_out[31]$_SDFF_PP0_        1870
setup reg to reg   pc_out[26]$_SDFF_PP0_        1970
==> cells by family (layout without fill, tap and decap cells) <==
kind of cell | Yosys count | count (layout)
flops | 32 | 32
simple gates | 100 | 100
buf+inv | 23 | 89
compound gates | 48 | 48
fa+ha+maj | 1 | 1
xor+xnor | 14 | 14
Power figures rest on the tool's default switching activity, not on a simulated workload.
