### flow/config.mk
export PLATFORM = sky130hd
export DESIGN_NAME = control_unit
export DESIGN_NICKNAME = control_unit
export VERILOG_FILES = /design/flow/design.v
export SDC_FILE = /design/flow/constraint.sdc
export NUM_CORES = 4
export LEC_CHECK = 1
export CORE_AREA = 10 10 79 79
export DIE_AREA = 0 0 89 89
### flow/constraint.sdc
current_design control_unit

set clk_period 5.8
set clk_io_pct 0.2

create_clock -name clk0 -period $clk_period

set non_clock_inputs [all_inputs -no_clocks]
set_input_delay [expr $clk_period * $clk_io_pct] -clock clk0 $non_clock_inputs
set_output_delay [expr $clk_period * $clk_io_pct] -clock clk0 [all_outputs]
### flow/design.v
module control_unit(
    input logic [31:0] instruction,
    output logic [6:0] opcode,
    output logic [4:0] register_destination,
    output logic [4:0] register_source_1,
    output logic [4:0] register_source_2,
    output logic [2:0] function_3,
    output logic [6:0] function_7,
    output logic [6:0] immediate_7bit,
    output logic [11:0] immediate_12bit,
    output logic [19:0] immediate_20bit,
    output logic [31:0] immediate_32bit,
    output logic [1:0] wb_sel
);
    logic [6:0] instr_opcode;
    logic [4:0] instr_opcode_5bit;
    logic [4:0] instr_rd;
    logic [4:0] instr_rs1;
    logic [4:0] instr_rs2;
    logic [6:0] instr_imm_7bit;
    logic [11:0] instr_imm_12bit;
    logic [19:0] instr_imm_20bit;
    logic [31:0] instr_imm_32bit;
    logic [2:0] instr_funct3;
    logic [6:0] instr_funct7;
    logic [31:0] instr_imm_i;
    logic [31:0] instr_imm_s;
    logic [31:0] instr_imm_u;
    assign instr_opcode = instruction[6:0];
    assign instr_opcode_5bit = instruction[6:2];
    assign instr_rd = instruction[11:7];
    assign instr_rs1 = instruction[19:15];
    assign instr_rs2 = instruction[24:20];
    assign instr_funct3 = instruction[14:12];
    assign instr_funct7 = instruction[31:25];
    assign instr_imm_7bit = instruction[31:25];
    assign instr_imm_12bit = instruction[31:20];
    assign instr_imm_20bit = instruction[31:12];
    assign instr_imm_i = {{20{instruction[31]}}, instruction[31:20]};
    assign instr_imm_s = {{20{instruction[31]}}, instruction[31:25], instruction[11:7]};
    assign instr_imm_u = {instruction[31],instruction[30:12], 12'b0};
    always_comb begin
        opcode = instr_opcode;
        register_destination = 5'b00000;
        register_source_1 = 5'b00000;
        register_source_2 = 5'b00000;
        function_3 = 3'b000;
        function_7 = 7'b0000000;
        immediate_7bit = 7'b0000000;
        immediate_12bit = 12'b0000_0000_0000;
        immediate_20bit = 20'b0000_0000_0000_0000_0000;
        immediate_32bit = 32'b0000_0000_0000_0000_0000_0000_0000_0000;
        case (instr_opcode_5bit)
            5'b01100: begin
                register_destination = instr_rd;
                register_source_1 = instr_rs1;
                register_source_2 = instr_rs2;
                function_3 = instr_funct3;
                function_7 = instr_funct7;
                wb_sel = 2'b00;
            end
            5'b01110: begin
                register_destination = instr_rd;
                register_source_1 = instr_rs1;
                register_source_2 = instr_rs2;
                function_3 = instr_funct3;
                function_7 = instr_funct7;
                wb_sel = 2'b00;
            end
            5'b00100: begin
                register_destination = instr_rd;
                register_source_1 = instr_rs1;
                function_3 = instr_funct3;
                immediate_12bit = instr_imm_12bit;
                immediate_32bit = instr_imm_i;
                wb_sel = 2'b00;
            end
            5'b00000: begin
                register_destination = instr_rd;
                register_source_1 = instr_rs1;
                function_3 = instr_funct3;
                immediate_12bit = instr_imm_12bit;
                immediate_32bit = instr_imm_i;
                wb_sel = 2'b01;
            end
            5'b11001: begin
                register_destination = instr_rd;
                register_source_1 = instr_rs1;
                function_3 = instr_funct3;
                immediate_12bit = instr_imm_12bit;
                immediate_32bit = instr_imm_i;
                wb_sel = 2'b10;
            end
            5'b11100: begin
                register_destination = instr_rd;
                register_source_1 = instr_rs1;
                function_3 = instr_funct3;
                immediate_12bit = instr_imm_12bit;
                immediate_32bit = instr_imm_i;
                wb_sel = 2'b00;
            end
            5'b00110: begin
                register_destination = instr_rd;
                register_source_1 = instr_rs1;
                function_3 = instr_funct3;
                immediate_12bit = instr_imm_12bit;
                immediate_32bit = instr_imm_i;
                wb_sel = 2'b00;
            end
            5'b01000: begin
                register_destination = instr_rd;
                function_3 = instr_funct3;
                register_source_1 = instr_rs1;
                register_source_2 = instr_rs2;
                immediate_7bit = instr_imm_7bit;
                immediate_32bit = instr_imm_s;
                wb_sel = 2'b00;
            end
            5'b11000: begin
                register_source_1 = instr_rs1;
                register_source_2 = instr_rs2;
                immediate_7bit = instr_imm_7bit;
                immediate_32bit = instr_imm_s;
                wb_sel = 2'b00;
            end
            5'b01101: begin
                register_destination = instr_rd;
                immediate_20bit = instr_imm_20bit;
                immediate_32bit = instr_imm_u;
                wb_sel = 2'b00;
            end
            5'b00101: begin
                register_destination = instr_rd;
                immediate_20bit = instr_imm_20bit;
                immediate_32bit = instr_imm_u;
                wb_sel = 2'b00;
            end
            5'b11011: begin
                register_destination = instr_rd;
                immediate_20bit = instr_imm_20bit;
                immediate_32bit = instr_imm_u;
                wb_sel = 2'b10;
            end
            default: begin
                opcode = 7'b0000000;
                register_destination = 5'b00000;
                register_source_1 = 5'b00000;
                register_source_2 = 5'b00000;
                immediate_7bit = 7'b0000000;
                immediate_12bit = 12'b0000_0000_0000;
                immediate_20bit = 20'b0000_0000_0000_0000_0000;
                immediate_32bit = 32'b0000_0000_0000_0000_0000_0000_0000_0000;
                function_3 = 3'b000;
                function_7 = 7'b0000000;
                wb_sel = 2'b00;
            end
        endcase
    end
endmodule
### flow/run.sh
#!/bin/bash
# OpenROAD 26Q1-2900-gdf79404cd8, Yosys 0.63+post, stock flow scripts
make -C /OpenROAD-flow-scripts/flow DESIGN_CONFIG=/design/flow/config.mk WORK_HOME=/design/flow/orfs finish
==> impl_metrics.toml <==
# implementation run metrics
[yosys]
ys_seq_share = 0
yosys_area_mm2 = 0.001002
ys_cells = 156
top_area_cell = "and2_1"
synth_cells = 156
syn_area_mm2 = 0.001002
top_cell_area_share = 0.2622
yosysWarnings = 1
synth.distinct_cells = 37
synth_area_per_cell_um2 = 6.424
area_leaders = "and2_1 (26%), and3_1 (12%), or2_1 (12%)"

[drt]
ant_nets = 0
drt_iter0_drc = 36
drc_errors = 0
wirelength_mm = 5.921
wl_per_cell_um = 17.57
vias_per_cell = 4.475
drtPass1Iterations = 4
insertedDiodeCount = 0
vias = 1508

[layout]
n_clock_buffer = 0
area_delta_synth_final_pct = 138.8
final_core_util = 0.5136
design.seq.count = 0
fill_cells = 495
flop_area_um2 = 0
drive_gt1_frac = 0.02827
lay_top_cells = "clkdlybuf4s50_1 (137), and2_1 (42), and3_1 (20)"
layout_top_cell = "clkdlybuf4s50_1"

[grt]
overflow = 0
grt.busiest_layer = "met2"
use_met2 = 0.2739
grt_start_max_net_pins = 21
antenna_found_initial = 0
grt_pass1_vias = 1551
grt_pass1_wl_mm = 8.466
grt_use_met3 = 0.03489
grt_usage = 0.1350
grt_use_met1 = 0.1421

[power_and_ir_drop]
ir_drop_mv = 0.03447
pwr_density_cell_mw_per_mm2 = 58.87
power.leakage_uw = 0.001009

[die]
row_count = 25
coreArea_mm2 = 0.004661
floorplan.core_util = 0.2150
die_area_mm2 = 0.007921
io_pins = 137
die_h_um = 89
die_w_um = 89

[clock_tree]
ctsHoldBuffers = 0
cts_setup_buffers = 0
ctsResizeCount = 0

[final_timing]
setup_viol = 0
worst_pin_slew_ns = 0.6722
fmax_mhz = 202.2
tns_ns = 0
finalClockPeriodUsage = 0.8528
min_period_ns = 4.946
hold_slack_ns = 3.242
hold_violations = 0
maxSlewHeadroom = 0.5519
final_max_slew_viol_count = 0
rsz0062_at_grt = "no"

[placement]
dp_hpwl_mm = 5.089
place_congestion = 0.7917
port_buffers = 137

[worst_setup_path]
slowest_delay_ns = 0.69
required_ns = 4.64
worstSetupEndpointType = "output port"
worstPathArrival_ns = 3.79
crit_chain = "clkdlybuf4s50_1 > nor4_1 > a311oi_2 > nor2b_2 > or2_1 > clkdlybuf4s50_1"
worst-setup-path-type = "in2out"
cp_top_family = "simple AND/OR/NAND/NOR gates"
start_kind = "primary input"
crit_top_cell = "clkdlybuf4s50_1"
crit_fanout = 20
cp_num_buf_inv = 2
critPathSlowestCell = "clkdlybuf4s50_1"

[flow_run]
maxCapViolations = 0
tool_warnings = 32

[outcome]
status = "finished clean"

[worst_hold_path]
hold_class = "in2out"
-- layout make-up --
type	count	area, µm²	share of cell area
well taps	54	67.56	0.02823
multi-input cells	139	913.4	0.3816
inverters	3	11.26	0.004705
repair buffers	141	1401	0.5855
-- cell usage after synthesis, drive strengths merged --
library cell,number
a22oi,2
a2bb2oi,1
xor2,1
nor2,4
inv,3
o2bb2ai,1
nor4,2
o22ai,2
o211a,1
a21oi,2
and3,20
nor4b,1
and2,42
a21boi,2
or2,19
buf,8
o21ai,3
o21bai,1
a211oi,1
nor3,1
o21a,1
nand4b,1
nor2b,12
clkbuf,6
nand2,4
a22o,5
nand2b,1
a311oi,2
a31oi,1
and2b,6
-- per-layer routing --
metal | part of all wire | vias to the layer above
met5 | 0 | -
met2 | 0.54 | 47
met4 | 0 | 0
li1 | - | 794
met3 | 0.085 | 0
met1 | 0.37 | 667
-- path summary, 6_finish.rpt --
kind | cells after the start | to | start | slack [ns]
max | 6 | immediate_32bit[22] | instruction[4] | 0.85
min | 3 | opcode[1] | instruction[1] | 3.24
-- tightest hold or removal path: stages --
cell             delay (ns)
clkdlybuf4s50_1        0.39
and2_1                 0.13
clkdlybuf4s50_1        0.40
-- power breakdown --
group / internal, µW / switching, µW / total [µW]
logic: 94.4 / 46.5 / 141
clock network: 0 / 0 / 0
registers: 0 / 0 / 0
-- cell families (layout without fill, tap and decap cells) --
family | after synthesis | after routing | synth area share
and+or+nand+nor | 113 | 113 | 0.6991
AOI/OAI and AO/OA | 25 | 25 | 0.1973
buffers and inverters | 17 | 144 | 0.09488
xor gates and xnor gates | 1 | 1 | 0.008741
-- stage by stage --
stage | total power (µW) | cells | worst slack [ns] | instance area (µm²)
5_1_grt | 154.7 | 337 | 0.5304 | 2394
3_5_place_dp | 143.8 | 337 | 0.7695 | 2394
6_report | 140.9 | 337 | 0.8540 | 2394
2_1_floorplan | 42.35 | 156 | 2.418 | 1002
4_1_cts | 144.5 | 337 | 0.7602 | 2394
3_3_place_gp | 144.3 | 337 | 0.8193 | 2394
Power is estimated from default activity; no workload was simulated.
